==> design/flow/design.v <==
module Carry_Look_Ahead_Adder_16bit (
    input [15:0] a, b,
    input cin,
    output [15:0] s,
    output cout
);
    wire [2:0] c;
    Carry_Look_Ahead_Adder_4bit cla0 (
        .a(a[3:0]),
        .b(b[3:0]),
        .cin(cin),
        .s(s[3:0]),
        .cout(c[0])
    );
    Carry_Look_Ahead_Adder_4bit cla1 (
        .a(a[7:4]),
        .b(b[7:4]),
        .cin(c[0]),
        .s(s[7:4]),
        .cout(c[1])
    );
    Carry_Look_Ahead_Adder_4bit cla2 (
        .a(a[11:8]),
        .b(b[11:8]),
        .cin(c[1]),
        .s(s[11:8]),
        .cout(c[2])
    );
    Carry_Look_Ahead_Adder_4bit cla3 (
        .a(a[15:12]),
        .b(b[15:12]),
        .cin(c[2]),
        .s(s[15:12]),
        .cout(cout)
    );
endmodule
module Carry_Look_Ahead_Adder_4bit (
    input [3:0] a, b,
    input cin,
    output [3:0] s,
    output cout
);
    wire [3:0] g;
    wire [3:0] p;
    wire [3:0] c;
    and (g[0], a[0], b[0]);
    and (g[1], a[1], b[1]);
    and (g[2], a[2], b[2]);
    and (g[3], a[3], b[3]);
    xor (p[0], a[0], b[0]);
    xor (p[1], a[1], b[1]);
    xor (p[2], a[2], b[2]);
    xor (p[3], a[3], b[3]);
    wire w1, w2, w3, w4;
    and (w1, p[0], cin);
    or  (c[1], g[0], w1);
    and (w2, p[1], c[1]);
    or  (c[2], g[1], w2);
    and (w3, p[2], c[2]);
    or  (c[3], g[2], w3);
    and (w4, p[3], c[3]);
    or  (cout, g[3], w4);
    xor (s[0], p[0], cin);
    xor (s[1], p[1], c[1]);
    xor (s[2], p[2], c[2]);
    xor (s[3], p[3], c[3]);
endmodule
==> design/flow/run.sh <==
#!/bin/bash
# OpenROAD 26Q1-2900-gdf79404cd8, Yosys 0.63+post, stock flow scripts
make -C /OpenROAD-flow-scripts/flow DESIGN_CONFIG=/design/flow/config.mk WORK_HOME=/design/flow/orfs finish
==> design/flow/config.mk <==
export PLATFORM = sky130hd
export DESIGN_NAME = Carry_Look_Ahead_Adder_16bit
export DESIGN_NICKNAME = Carry_Look_Ahead_Adder_16bit
export VERILOG_FILES = /design/flow/design.v
export SDC_FILE = /design/flow/constraint.sdc
export NUM_CORES = 4
export LEC_CHECK = 1
export CORE_AREA = 10 10 77 77
export DIE_AREA = 0 0 87 87
==> design/flow/constraint.sdc <==
current_design Carry_Look_Ahead_Adder_16bit

set clk_period 15.5
set clk_io_pct 0.2

create_clock -name clk0 -period $clk_period

set non_clock_inputs [all_inputs -no_clocks]
set_input_delay [expr $clk_period * $clk_io_pct] -clock clk0 $non_clock_inputs
set_output_delay [expr $clk_period * $clk_io_pct] -clock clk0 [all_outputs]
==> metrics.csv <==
stage,metric,value,unit
sta,Slew HR,92.7,%
sta,fin. max-slew vios,0,
floorplanning,Pre-Place Util,8.22,%
worst_setup_path,Critical Path Fanout Max,1,
yosys,Syn Std Cell Area,358,um^2
yosys,yosys synthesis warning count,0,
clock_tree,setup bufs post-CTS,0,
pwr,Clock power frac,0,%
route,Ant. Diodes,0,
yosys,Mapped Cells,26,
place,GP Congestion,0.776,
finish,CLK BUF,0,
place,Placed Area,923,um^2
floorplanning,Die H,87,um
yosys,Synth cell types,2,
floorplanning,row count,24,
finish,Final Cell Area,923,um^2
finish,Flop Count,0,
global_routing,GRT overflow,0,
worst_setup_path,CP endpoint kind,primary output,
sta,setup TNS,0,ps
global_routing,first-pass GRT wire length,2310,um
global_routing,number of global-route vias before repair,454,
finish,share of layout cells above drive strength 1,0,%
pwr,switch share,26.4,%
yosys,syn_area_per_cell,13.8,um^2
sta,RSZ-0062 raised after global routing,false,
sta,slew at the pin closest to its max-slew limit,109,ps
floorplanning,Top-Level Pins,50,
sta,final setup vio count,0,
place,Port Buffers,50,
yosys,"Seq share, synth",0,%
floorplanning,chip area,7570,um^2
sta,cycle use final,86.1,%
pwr,peak supply drop,0.0141,mV
yosys,yosys cell count,26,
worst_setup_path,Setup CP Type,in -> out,
global_routing,number of antenna violations at the first check in global routing,0,
run,max_cap viols,0,
yosys,post-synthesis chip area from yosys,358,um^2
sta,"Min Clock Period, post-route",13340,ps
outcome,status,"complete, no violations",
sta,fmax,74.9,MHz
worst_hold_path,Hold WC Path Type,in -> out,
floorplanning,area of the core,4350,um^2
finish,fin util,21.2,%
pwr,Comb power frac,100.0,%
route,met3 routed WL,597,um
place,DP Wirelength,1580,um
sta,final hold viol count,0,
worst_setup_path,CP Data Arrival Time,10240,ps
route,DRT iter0 DRCs,0,
route,drt first pass iters,1,
sta,Fin Hold WS,7240,ps
global_routing,largest net degree at the start of global routing,2,
route,vias,391,
route,WL per Instance,12.4,um
pwr,Static Leak,0.366,nW
pwr,internal power,0.0000255,W
clock_tree,cts hold-fix bufs,0,
pwr,Power per Cell Area,37.6,nW/um^2
worst_setup_path,critical path data required time,12400,ps
finish,Area Growth Syn to Fin,158,%
route,Detail Route Antenna Nets,0,
finish,Storage cell area,0,um^2
route,DR top layer,met3,
pwr,net switching power,0.00000917,W
floorplanning,Die X,87,um
route,Post-Route M1 WL,559,um
route,final WL,1590,um
route,Via density,3.05,
route,met2 wire length,436,um
worst_setup_path,crit path launch type,primary input,
pwr,sequential share of power,0,%
global_routing,gr usage total,3.86,%
finish,fillers,454,
route,DRC Markers,0,
sta,PnR worst setup slack,2160,ps
run,tool warnings,32,
place,"worst slack, placed",2130,ps
clock_tree,CTS resizes,0,
[logic make-up (layout without fill, tap and decap cells)]
| logic type | Yosys count | count (layout) | share of synthesized area (%) |
|---|---|---|---|
| adder cells (fa/ha/maj) | 16 | 16 | 89.5 |
| buffers and inverters | 10 | 60 | 10.5 |
[layout by cell type (no fill, tap or decap), drive strengths merged]
master / n
inv: 10
clkdlybuf4s50: 50
fa: 16
[cells in the mapped netlist]
cell type  count  area share, %
fa_1          16             90
inv_1         10             10
[power groups by stage]
stage         Combinational [W]  Clock, W  Sequential, W
CTS                   0.0000358         0              0
global route          0.0000388         0              0
finish                0.0000347         0              0
[final cells by class]
type,count,area (um^2),area share [%]
inverters,10,37.5,4.07
multi-input cells,16,320,34.7
well taps,52,65.1,7.05
repair buffers,50,500,54.2
[path summary, 6_finish.rpt]
path	startpoint	endpoint	cells past startpoint
max	a[0]	s[15]	22
min	cin	s[0]	5
[worst max-delay path, cell delays in order]
cell and delay [ps]:
clkdlybuf4s50_1 400, inv_1 90, fa_1 180, inv_1 50
fa_1 380, fa_1 400, fa_1 400, fa_1 390
fa_1 390, fa_1 390, fa_1 390, fa_1 380
fa_1 380, fa_1 380, fa_1 390, fa_1 380
fa_1 390, fa_1 360, inv_1 70, fa_1 400
inv_1 70, clkdlybuf4s50_1 480
[routing by layer]
metal  global-route usage, %  vias to the layer above
met5                       0                        -
met4                       0                        0
met3                    5.38                        0
met2                    4.46                       49
met1                    4.24                      174
li1                        -                      168
[per-stage QoR]
step	instances	total power, W
detailed placement	128	0.0000357
global route	128	0.0000388
finish	128	0.0000347
floorplan	26	0.00000419
global placement	128	0.0000355
CTS	128	0.0000358
Power and IR drop assume default switching activity.
