[design.v]
module disp_hex_mux (
    input wire clk, reset,
    input wire [3:0] hex3, hex2, hex1, hex0, 
    input wire [3:0] dp_in, 
    output reg [3:0] an,    
    output reg [7:0] sseg   
);
    localparam N = 18;
    reg [N-1:0] q_reg;
    wire [N-1:0] q_next;
    reg [3:0] hex_in;
    reg dp;
    always @(posedge clk or posedge reset) begin
        if (reset)
            q_reg <= 0;
        else
            q_reg <= q_next;
    end
    assign q_next = q_reg + 1;
    always @* begin
        case (q_reg[N-1:N-2])
            2'b00: begin
                an = 4'b1110;
                hex_in = hex0;
                dp = dp_in[0];
            end
            2'b01: begin
                an = 4'b1101;
                hex_in = hex1;
                dp = dp_in[1];
            end
            2'b10: begin
                an = 4'b1011;
                hex_in = hex2;
                dp = dp_in[2];
            end
            default: begin
                an = 4'b0111;
                hex_in = hex3;
                dp = dp_in[3];
            end
        endcase
    end
    always @* begin
        case (hex_in)
            4'h0: sseg[6:0] = 7'b0000001;
            4'h1: sseg[6:0] = 7'b1001111;
            4'h2: sseg[6:0] = 7'b0010010;
            4'h3: sseg[6:0] = 7'b0000110;
            4'h4: sseg[6:0] = 7'b1001100;
            4'h5: sseg[6:0] = 7'b0100100;
            4'h6: sseg[6:0] = 7'b0100000;
            4'h7: sseg[6:0] = 7'b0001111;
            4'h8: sseg[6:0] = 7'b0000000;
            4'h9: sseg[6:0] = 7'b0000100;
            4'hA: sseg[6:0] = 7'b0001000;
            4'hB: sseg[6:0] = 7'b1100000;
            4'hC: sseg[6:0] = 7'b0110001;
            4'hD: sseg[6:0] = 7'b1000010;
            4'hE: sseg[6:0] = 7'b0110000;
            default: sseg[6:0] = 7'b0111000; 
        endcase
        sseg[7] = dp;  
    end
endmodule
[run.sh]
#!/bin/bash
# OpenROAD 26Q1-2900-gdf79404cd8, Yosys 0.63+post, stock flow scripts
make -C /OpenROAD-flow-scripts/flow DESIGN_CONFIG=/design/flow/config.mk WORK_HOME=/design/flow/orfs finish
[config.mk]
export PLATFORM = sky130hd
export DESIGN_NAME = disp_hex_mux
export DESIGN_NICKNAME = disp_hex_mux
export VERILOG_FILES = /design/flow/design.v
export SDC_FILE = /design/flow/constraint.sdc
export NUM_CORES = 4
export LEC_CHECK = 1
export CORE_AREA = 10 10 112 112
export DIE_AREA = 0 0 122 122
[constraint.sdc]
current_design disp_hex_mux

set clk_period 4.5
set clk_io_pct 0.2

create_clock -name clk0 -period $clk_period [get_ports {clk}]

set non_clock_inputs [all_inputs -no_clocks]
set_input_delay [expr $clk_period * $clk_io_pct] -clock clk0 $non_clock_inputs
set_output_delay [expr $clk_period * $clk_io_pct] -clock clk0 [all_outputs]
==> results.txt <==
fresh numbers from the pnr run: worst path required time=3.60 ns, Worst-Skew Late Latency=0.25 ns, Tightest Pin Transition=0.675 ns, area share, top type=38.1%, CTS tree=built, Layout area overhead=44.0%, mux share=14.6%, asr flop ratio synth=100%, Vias per Instance=3.33, Synth warnings=1, power per cell area=203 nW/um2, Post-CTS Setup Bufs=0, worst setup path class=in -> out, placed inst area=1650 um2, gate count after technology mapping=108, Buf/Inv on CP=4, Fillers=1110, Sw Share=20.2%, Synth Area in XOR/XNOR=11.9%, Slowest-stage cell, CP=mux4_2, Final Cycle Share=87.8%, status=complete, no violations, VDD IR max=0.248 mV, die width=122 um, Final Hold Vio Count=0, max FFs per register=18, hpwl dp=2130 um, internal power=276 uW, worst rel slew slack=54.9%, Final Util=16.6%, startpoint type of the worst setup path=primary input, Total Routing Usage GR=3.64%, Hold Path Class=reg -> reg, AO/OA Area Share=6.46%, Worst-path clk slew=0.07 ns, Unique cell types=33, yosys stat area=1180 um2, cell count after placement=273, Max Cap Viol=0, grt total ovfl=0, Core Region=10200 um2, number of global-route vias before repair=884, Final setup viols=0, sw power=70.0 uW, Cell Chain, Critical Path=clkdlybuf4s50_1 -> mux4_2 -> inv_1 -> ha_1 -> inv_1 -> nor2_1 -> a211oi_1 -> a31oi_1 -> clkdlybuf4s50_1, top cells by area=dfrtp_1 38%, xnor2_1 8.9%, ha_1 7.4%, mux4_1 6.7%, mux4_2 5.7%, share of layout cells above drive strength 1=9.22%, Synth Area per Inst=10.9 um2, Layout Cell Area excl Fill=1700 um2, chip height=122 um, final RePlAce weighted congestion=0.885, achievable frequency=253 MHz, clock buffer depth=2, initial antenna violation count=0, Rows=37, clock skew=0.00158 ns, Post-Syn Area=1180 um2, worst slack at placement=0.574 ns, final setup TNS=0 ns, DR WL/cell=9.92 um, Layout Cells excl Fill=277, tool warnings=29, Clk pwr share=37.0%, CP max stage delay=0.53 ns, final setup margin=0.547 ns, leak pwr=0.000660 uW, Seq share, synth=38.1%, # Cells Yosys=108, clk sinks=18, Die Area=14900 um2, remaining routing DRC violations=0, CTS Hold Bufs=0, crit-path max FO=5, CTS Buf Count=3, first-pass GRT wire length=4480 um, Top delay family on crit path=buffers and inverters, cell accounting for the most synthesized area=dfrtp_1, Simple-Gate Fraction of Synth Area=15.8%, Antenna Cells=0, register share of total power=46.7%, root buf cell=clkbuf_8, post-CTS sizing=0, WL final=2750 um, iteration tally of the first detailed-router pass=4, adder share=7.41%, top_reg_cell synth=dfrtp_1, Max H-tree Level=1, ANT nets after route=0, pin count of the biggest net entering global routing=19, Synth Register Bits=18, Ports=34, total number of vias=923, post-layout minimum cycle time=3.95 ns, Top logic family=simple AND/OR/NAND/NOR gates, Final Max Tran Viols=0, Top cell excl fill/tap=clkdlybuf4s50_1, Post-synth EDFFs=0, Starting Density=11.6%, Worst Path Arrival=3.05 ns, Comb power frac=16.2%, most numerous logic cells after layout=33 x clkdlybuf4s50_1, 18 x dfrtp_1, 12 x xnor2_1, Setup crit end kind=output pin, DRC violation total after the first TritonRoute iteration=53, RSZ-0062 raised after global routing=no, PortBufs=33
-- per-layer routing --
metal | global-route usage, % | routed length, um
met1 | 5.19 | 1400
met2 | 5.59 | 1120
met3 | 1.13 | 216
met4 | 0.149 | 12
met5 | 0 | 0
-- cell families (layout without fill, tap and decap cells) --
family                     count (synthesis)  after routing
DFF                                       18             18
adders and majority gates                  7              7
muxes                                      8              8
AOI/OAI and AO/OA                         11             11
xor gates and xnor gates                  16             16
and+or+nand+nor                           35             35
buffers and inverters                     13             46
-- layout make-up --
cell class / count / area, um2 / share of cell area [%]
Tap cell: 136 / 170 / 9.99
Clock buffer: 4 / 55.1 / 3.23
Timing Repair Buffer: 33 / 330 / 19.4
Sequential cell: 18 / 450 / 26.5
Inverter: 9 / 33.8 / 1.98
Multi-Input combinational cell: 77 / 663 / 38.9
-- power by group through the flow --
stage                 logic (uW)  registers [uW]  clock network (uW)
after global routing        62.0             162                 140
final                       56.3             162                 128
after CTS                   56.6             162                 131
-- path summary, 6_finish.rpt --
kind | startpoint | cells after the start | to | slack (ns)
setup reg to reg | q_reg[0]$_DFF_PP0_ | 5 | q_reg[14]$_DFF_PP0_ | 2.85
max in group asynchronous | reset | 2 | q_reg[4]$_DFF_PP0_ | 3.02
hold / removal | q_reg[14]$_DFF_PP0_ | 1 | q_reg[14]$_DFF_PP0_ | 0.48
setup / recovery | hex2[1] | 9 | sseg[3] | 0.55
min in group asynchronous | reset | 2 | q_reg[1]$_DFF_PP0_ | 1.05
hold reg to reg | q_reg[14]$_DFF_PP0_ | 1 | q_reg[14]$_DFF_PP0_ | 0.48
-- cells in the mapped netlist (2+ instances only) --
library cell / n
buf_6: 2
nand2b_1: 2
o22ai_1: 3
nand4_1: 5
mux4_2: 3
inv_1: 8
o21a_1: 2
or2_2: 2
xor2_1: 4
nor3_1: 2
nand3_1: 5
ha_1: 7
xnor2_1: 12
dfrtp_1: 18
nand2_1: 9
mux4_1: 3
nor4_1: 2
nor2_1: 4
-- metrics by stage --
stage	total power, uW	hold WS (ns)
floorplan	188	0.446
global placement	221	0.462
detailed placement	221	0.466
CTS	350	0.478
global route	363	0.494
finish	346	0.478
No activity file was given, so power comes from the tool's default toggle rates.
